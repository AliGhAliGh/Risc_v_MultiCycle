### ./run.sh
#!/bin/bash
# OpenROAD 26Q1-2900-gdf79404cd8, Yosys 0.63+post, stock flow scripts
make -C /OpenROAD-flow-scripts/flow DESIGN_CONFIG=/design/flow/config.mk WORK_HOME=/design/flow/orfs finish
### ./config.mk
export PLATFORM = sky130hd
export DESIGN_NAME = Controller
export DESIGN_NICKNAME = Controller
export VERILOG_FILES = /design/flow/design.v
export SDC_FILE = /design/flow/constraint.sdc
export NUM_CORES = 4
export LEC_CHECK = 1
export CORE_AREA = 10 10 101 101
export DIE_AREA = 0 0 111 111
### ./constraint.sdc
current_design Controller

set clk_period 4.2
set clk_io_pct 0.2

create_clock -name clk0 -period $clk_period [get_ports {clk}]

set non_clock_inputs [all_inputs -no_clocks]
set_input_delay [expr $clk_period * $clk_io_pct] -clock clk0 $non_clock_inputs
set_output_delay [expr $clk_period * $clk_io_pct] -clock clk0 [all_outputs]
### ./design.v
module Controller(Zero, SignBit, Op, F3, F7, PcEn, AdrSrc, MemWrite, IrWrite, RegWrite, Immsrc, AluSrcA, AluSrcB, AluIn, ResultSrc, RDS, clk, rst);
    parameter ADD_I_3 = 3'b0;
    parameter XOR_I_3 = 3'b100;
    parameter OR_I_3 = 3'b110;
    parameter SLT_I_3 = 3'b010;
    parameter LU_I_OP =7'b0110111;
    parameter B_TYPE_OP = 7'b1100011;
    parameter SW_OP =7'b0100011;
    parameter JALR_OP =7'b1100111;
    parameter R_TYPE_OP = 7'b0110011;
    parameter I_TYPE_ARITHMATIC_OP = 7'b0010011;
    parameter LW_OP = 7'b0000011;
    parameter JAL_OP =7'b1101111;
    parameter SLT_7 = 7'b0;
    parameter SLT_3 = 3'b010;
    parameter InstructionFetch = 4'b0;
    parameter InstructionDecode = 4'b0001;
    parameter EXECUTION_R = 4'b0010;
    parameter EXECUTION_L = 4'b0011;
    parameter EXECUTION_S = 4'b0100;
    parameter EXECUTION_I = 4'b0101;
    parameter EXECUTION_J = 4'b0110;
    parameter EXECUTION_B = 4'b0111;
    parameter MEMORY_ACCESS_L = 4'b1000;
    parameter MEMORY_ACCESS_S = 4'b1001;
    parameter WRITE_BACK_R = 4'b1010;
    parameter WRITE_BACK_L = 4'b1011;
    parameter WRITE_BACK_I = 4'b1100;
    parameter WRITE_BACK_J = 4'b1101;
    parameter WRITE_BACK_U = 4'b1110;
    parameter BUG = 4'b1111;
    input Zero, SignBit, clk, rst;
    input[6:0] Op,F7;
    input[2:0] F3;
    output reg AdrSrc, MemWrite, IrWrite, RegWrite;
    output PcEn;
    output reg[2:0] Immsrc;
    output[2:0] AluIn;
    output reg[1:0] ResultSrc, AluSrcA, AluSrcB, RDS;
    reg[2:0] AluOp;
    reg[3:0] ns, ps;
    reg PcUpdate;
    wire IsIType, IsJalr, IsSlt, IsSltI;
    assign IsSlt = Op == R_TYPE_OP & F3 == SLT_3 & F7 == SLT_7;
    assign IsSltI = (Op == I_TYPE_ARITHMATIC_OP & F3 == SLT_I_3);
    assign IsJalr = Op == JALR_OP;
    assign IsIType = Op == LW_OP | Op == I_TYPE_ARITHMATIC_OP | IsJalr;
    always @(posedge clk, posedge rst) begin
        if(rst)
            ps <= InstructionFetch;
        else
            ps <= ns;
    end
    always @(ps, Op, IsJalr) begin
        ns = BUG;
        case (ps)
            BUG: ns = BUG;
            InstructionFetch: ns <= InstructionDecode;
            InstructionDecode: ns <= Op == R_TYPE_OP ? EXECUTION_R : 
                                Op == LW_OP ? EXECUTION_L :
                                Op == SW_OP ? EXECUTION_S :
                                Op == I_TYPE_ARITHMATIC_OP ? EXECUTION_I :
                                Op == B_TYPE_OP ? EXECUTION_B :
                                Op == LU_I_OP ? WRITE_BACK_U :
                                Op == JAL_OP | IsJalr ? EXECUTION_J : BUG;
            EXECUTION_B: ns <= InstructionFetch;
            EXECUTION_R: ns <= WRITE_BACK_R;
            EXECUTION_I: ns <= WRITE_BACK_I;
            EXECUTION_J: ns <= WRITE_BACK_J;
            EXECUTION_L: ns <= MEMORY_ACCESS_L;
            EXECUTION_S: ns <= MEMORY_ACCESS_S;
            WRITE_BACK_R: ns <= InstructionFetch;
            WRITE_BACK_I: ns <= InstructionFetch;
            WRITE_BACK_J: ns <= InstructionFetch;
            WRITE_BACK_L: ns <= InstructionFetch;
            WRITE_BACK_U: ns <= InstructionFetch;
            MEMORY_ACCESS_L: ns <= WRITE_BACK_L;
            MEMORY_ACCESS_S: ns <= InstructionFetch;
        endcase
    end
    always @(ps, Op, IsIType, F3, IsJalr, IsSltI, IsSlt) begin
        {AdrSrc, MemWrite, IrWrite, RegWrite, RDS, AluOp, Immsrc, ResultSrc, AluSrcA, AluSrcB, PcUpdate} = 18'b0;
        case (ps)
        InstructionFetch: begin
            IrWrite <= 1'b1;
            AluSrcB <= 2'b10;
            ResultSrc <= 2'b10;
            PcUpdate <= 1'b1;
        end
        InstructionDecode: begin
            AluSrcA <= 2'b01;
            AluSrcB <= 2'b01;
            Immsrc <= 3'b010;
        end
        EXECUTION_R: begin
            AluSrcA = 2'b10;
            AluOp = 3'b010;
        end
        EXECUTION_L: begin
            AluSrcA = 2'b10;
            AluSrcB = 2'b01;
        end
        EXECUTION_S: begin
            AluSrcA = 2'b10;
            AluSrcB = 2'b01;
            Immsrc = 3'b001;
        end
        EXECUTION_I: begin
            AluSrcA = 2'b10;
            AluSrcB = 2'b01;
        end
        EXECUTION_B: begin
            AluSrcA = 2'b10;
            AluOp = 3'b001;
        end
        EXECUTION_J: begin
            AluSrcA = 2'b01;
            AluSrcB = 2'b10;
        end
        WRITE_BACK_R: begin
            RegWrite = 1'b1;
            ResultSrc = IsSlt ? 2'b11 : 2'b0;
        end
        WRITE_BACK_I: begin
            RegWrite = 1'b1;
            ResultSrc = IsSltI ? 2'b11 : 2'b0;
        end
        WRITE_BACK_U: begin
            Immsrc = 3'b100;
            RegWrite = 1'b1;
            RDS = 2'b01;
        end
        WRITE_BACK_L: begin
            RegWrite = 1'b1;
            ResultSrc = 2'b01;
        end
        WRITE_BACK_J: begin
            AluSrcA = IsJalr ? 2'b10 : 2'b01;
            PcUpdate = 1'b1;
            RDS = 2'b10;
            AluSrcB = 2'b01;
            RegWrite = 1'b1;
            ResultSrc = 2'b10;
            Immsrc = IsJalr ? 3'b0 : 3'b011;
        end
        MEMORY_ACCESS_L: begin
            AdrSrc = 1'b1;
        end
        MEMORY_ACCESS_S: begin
            MemWrite = 1'b1;
            AdrSrc = 1'b1;
        end
       endcase 
    end
    PcController PC(.PcUpdate(PcUpdate),.BrOp(F3),.Zero(Zero),.SignBit(SignBit),.PcEn(PcEn));
    AluController AC(.AluOp(AluOp),.F3(F3),.F7(F7),.AluIn(AluIn));
endmodule
module PcController(PcUpdate, BrOp, Zero, SignBit, PcEn);
    parameter BEQ_3 = 3'b0;
    parameter BNE_3 = 3'b001;
    parameter BGE_3 = 3'b101;
    parameter BLT_3 = 3'b100;
    input SignBit, Zero, PcUpdate;
    input[2:0] BrOp;
    output PcEn;
    assign PcEn = PcUpdate | (BrOp == BEQ_3 & Zero) | (BrOp == BNE_3 & ~Zero) | (BrOp == BLT_3 & SignBit) | (BrOp == BGE_3 & ~SignBit);
endmodule
module AluController (AluOp, F3, F7, AluIn);
    parameter ADD_3 = 3'b000;
    parameter SUB_3 = 3'b000;
    parameter AND_3 = 3'b111;
    parameter OR_3 = 3'b110;
    parameter SLT_3 = 3'b010;
    parameter ADD_7 = 7'b0;
    parameter SUB_7 = 7'b0100000;
    parameter AND_7 = 7'b0;
    parameter OR_7 = 7'b0;
    parameter SLT_7 = 7'b0;
    parameter ADD = 3'b000;
    parameter SUB = 3'b001;
    parameter AND = 3'b010;
    parameter OR = 3'b011;
    parameter XOR = 3'b100;
    parameter ADD_I_3 = 3'b0;
    parameter XOR_I_3 = 3'b100;
    parameter OR_I_3 = 3'b110;
    parameter SLT_I_3 = 3'b010;
    input[2:0] F3;
    input[6:0] F7;
    input[2:0] AluOp;
    output[2:0] AluIn;
    assign AluIn = AluOp == 3'b0 ? ADD : AluOp == 3'b001 ? SUB : AluOp == 3'b010 ?
            ((F3 == ADD_3 & F7 == ADD_7) ? ADD :
            (F3 == SUB_3 & F7 == SUB_7) ? SUB :
            (F3 == AND_3 & F7 == AND_7) ? AND :
            (F3 == OR_3 & F7 == OR_7) ? OR :
            (F3 == SLT_3 & F7 == SLT_7) ? SUB : 3'b111) :
            AluOp == 3'b100 ? ((F3 == XOR_I_3) ? XOR : (F3 == OR_I_3) ? OR :
            (F3 == ADD_I_3) ? ADD : (F3 == SLT_I_3) ? SUB : 3'b111) : 3'b111;
endmodule
==> ci_impl_report.md <==
### Yosys + OpenROAD results

| Metric | Value |
|---|---|
| Status | `finished clean` |
| Synth warn | `1` |
| Comb pwr share | `0.125` |
| GRT Total Usage | `0.0399` |
| Final core area utilization | `0.160` |
| Nature of the critical path endpoint | `primary output` |
| Regs by FF count | `ps: 15 flops` |
| Power Internal | `0.234 mW` |
| Final Total Pwr | `0.291 mW` |
| Clk latency late pin | `0.24 ns` |
| Dominant cell by count in the synthesized netlist | `dfrtp_1` |
| Number of enable flip-flop cells | `0` |
| # Cells Yosys | `74` |
| Cell Type Count | `34` |
| Ys async rst share | `1.00` |
| Worst Setup Start Kind | `primary input` |
| Total gr overflow | `0` |
| Ys flops | `15` |
| Cell Area, Synth | `743 um2` |
| Number of flip-flops in the largest register | `15` |
| Final Non-Filler Cells | `219` |
| Synth-to-Final Area Change | `74.7%` |
| Critical-path cell list | `clkdlybuf4s50_1 > nand4b_2 > o21ai_2 > or3b_1 > clkdlybuf4s50_1` |
| Most flop-heavy register | `ps` |
| Ys flop type | `dfrtp_1` |
| TritonCTS clock tree | `built` |
| Share of cells above drive strength 1 | `0.0965` |
| Net Switching | `0.0577 mW` |
| Worst Path Required | `3.36 ns` |
| DR vias | `698` |
| Max Freq | `291 MHz` |
| Post-CTS Resized | `0` |
| Largest net degree at the start of global routing | `16` |
| Pins over their slew limit | `0` |
| Number of max-cap violations | `0` |
| CP max stage cell | `clkdlybuf4s50_1` |
| Fill cell count | `875` |
| Most frequent CP cell | `clkdlybuf4s50_1` |
| Count of boundary I/O pins | `40` |
| First-pass GRT wire length | `3930 um` |
| Critical Path AT | `2.60 ns` |
| Initial antenna violation count | `0` |
| H-tree depth | `1` |
| Final setup violation count | `0` |
| Syn Area/Cell | `10.0 um2` |
| CTS Hold Buffers Added | `0` |
| Die ar. | `12,300 um2` |
| Pwr/cell area | `224 nW/um2` |
| Area share, top type | `0.471` |
| Top cells by count, synth | `dfrtp_1, nor2_1, nor3_1` |
| Slew @ Worst Pin | `0.524 ns` |
| CTS buffer count | `3` |
| Drt pass-1 iters | `3` |
| Clk pwr share | `0.378` |
| Dpl cells | `215` |
| N_diodes | `0` |
| Total routed wirelength | `2550 um` |
| Setup bufs post-CTS | `0` |
| RD Place Congestion | `0.794` |
| Relative slew slack | `0.650` |
| Worst hold slack | `0.367 ns` |
| Routed Antenna Nets | `0` |
| Die x size | `111 um` |
| CTS root buf | `clkbuf_8` |
| Yosys Chip Area | `743 um2` |
| Port Buf Inserts | `39` |
| Min-Delay Path Class | `flip-flop to flip-flop` |
| Vias in the first global route | `738` |
| RSZ-0062 raised after global routing | `false` |
| WS Path Type | `primary input to primary output` |
| Vias/cell | `3.19` |
| Final setup skew | `0.000414 ns` |
| DRC | `0` |
| Placeable Area | `8130 um2` |
| CP Max Fanout | `8` |
| Seq/Total Area, Yosys | `0.507` |
| Lkg Pwr | `0.533 nW` |
| Max clock buf depth | `2` |
| Sw Share | `0.198` |
| Synth area leader | `dfrtp_1` |
| CP peak stage delay | `0.64 ns` |
| Die height | `111 um` |
| Synthesized instance count | `74` |
| Final tally of hold violations | `0` |
| Clock sink count | `15` |
| HPWL after DPL | `2260 um` |
| Iteration-0 DRC Markers | `44` |
| TNS Setup | `0 ns` |
| Core Util at FP | `0.0914` |
| DR WL/cell | `11.6 um` |
| Tool warnings | `25` |
| Period utilization | `0.819` |
| Reg power frac | `0.497` |
| Standard-cell rows | `33` |
| Min cycle time layout | `3.44 ns` |
| Clock-pin slew on the worst setup and hold paths | `0.05 ns` |
| Cell area leaders | `dfrtp_1, nor3_1, nor2_1, dfstp_2, nand2_1` |
| Peak supply drop | `0.000115 V` |
power groups by stage:
stage / Clock (mW) / Sequential, mW / Combinational (mW)
after CTS: 0.112 / 0.145 / 0.0370
after global routing: 0.122 / 0.145 / 0.0400
final: 0.110 / 0.145 / 0.0364
area by class of cell:
| class | instances | area, um2 | area share |
|---|---|---|---|
| multi-input cells | 54 | 348 | 0.268 |
| well taps | 105 | 131 | 0.101 |
| clock buffers | 4 | 45.0 | 0.0347 |
| inverters | 2 | 7.51 | 0.00578 |
| repair buffers | 39 | 390 | 0.301 |
| flip-flops and latches | 15 | 377 | 0.290 |
layout by cell type (no fill, tap or decap), drive strengths merged:
cell type	instances
and4bb	1
o31a	1
mux2i	1
nor4b	1
clkdlybuf4s50	39
nor4	2
nand4	2
a2111o	1
a21oi	2
o21a	1
o211ai	1
clkbuf	4
or3	3
and2b	1
inv	2
and3	1
dfstp	1
a21o	1
nor2	8
nand3b	1
nor2b	1
o21ai	2
or2b	2
or3b	1
xor2	1
a22oi	2
nor3	6
or2	2
nand3	2
nand4b	1
nand2	5
dfrtp	14
nor3b	1
through the flow:
| step | instance area [um2] | worst slack, ns |
|---|---|---|
| 6_report | 1300 | 0.758 |
| 5_1_grt | 1300 | 0.642 |
| 4_1_cts | 1300 | 0.735 |
| 3_5_place_dp | 1250 | 0.733 |
| 3_3_place_gp | 1250 | 0.752 |
| 2_1_floorplan | 743 | 1.86 |
cells by family after synthesis:
group	share of synthesized area
AOI/OAI and AO/OA	0.109
and+or+nand+nor	0.333
buffers and inverters	0.0253
muxes	0.0135
DFF	0.507
xor gates and xnor gates	0.0118
final timing paths:
check	cells past startpoint	from	slack, ns	endpoint
worst max-delay path	5	Op[5]	0.76	AluSrcA[0]
worst min-delay path	0	ps[12]	0.37	ps[1]
worst max register to register	3	ps[11]	3.07	ps[0]
worst min register to register	0	ps[12]	0.37	ps[1]
max in group asynchronous	2	rst	2.90	ps[0]
min in group asynchronous	2	rst	0.94	ps[8]
worst max-delay path: cells and delay by family:
family | cells | cell delay [ns]
AND/OR/NAND/NOR | 2 | 0.54
AND-OR/OR-AND | 1 | 0.16
buffers and inverters | 2 | 1.06
routing by layer:
layer / track usage / up-vias / wire (um)
li1: - / 349 / -
met1: 0.0451 / 333 / 997
met2: 0.0715 / 16 / 1370
met3: 0.0164 / 0 / 177
met4: 0.00174 / 0 / 0
met5: 0 / - / 0
Power figures rest on the tool's default switching activity, not on a simulated workload.
