File: design/flow/config.mk
export PLATFORM = sky130hd
export DESIGN_NAME = Alu
export DESIGN_NICKNAME = Alu
export VERILOG_FILES = /design/flow/design.v
export SDC_FILE = /design/flow/constraint.sdc
export NUM_CORES = 4
export LEC_CHECK = 1
export CORE_UTILIZATION = 30
File: design/flow/constraint.sdc
current_design Alu

set clk_period 26.6
set clk_io_pct 0.2

create_clock -name clk0 -period $clk_period

set non_clock_inputs [all_inputs -no_clocks]
set_input_delay [expr $clk_period * $clk_io_pct] -clock clk0 $non_clock_inputs
set_output_delay [expr $clk_period * $clk_io_pct] -clock clk0 [all_outputs]
File: design/flow/design.v
module Alu(Op, a, b, out , Zero, SignBit);
    input [2:0] Op;
    input [31:0] a, b;
    output reg [31:0] out;
    output Zero, SignBit;
    assign Zero = (out == 32'b0);
    assign SignBit = out[31];
    always @(Op, a, b)begin
        out = 32'b0;
        case (Op)
            3'b000: out = a+b;
            3'b001: out = a-b;
            3'b010: out = a&b;
            3'b011: out = a|b;
            3'b100: out = a^b;
        endcase
    end
endmodule
File: design/flow/run.sh
#!/bin/bash
# OpenROAD 26Q1-2900-gdf79404cd8, Yosys 0.63+post, stock flow scripts
make -C /OpenROAD-flow-scripts/flow DESIGN_CONFIG=/design/flow/config.mk WORK_HOME=/design/flow/orfs finish
==> run summary <==
The synthesis and place-and-route flow finished, so here is a summary.

The routability-driven placement congestion ratio is 0.9320. The cell-mix breakdown from Yosys lists the adder-cell area share as 0.2804. The routed length per instance came out at 15.70 um.

The layout clock buffer count came out at 0. The share of the cycle needed by the critical path after routing is 0.6378. The stat command in Yosys gives a chip area of 4355 um^2.

Gates resized during post-CTS repair numbered 0. After synthesis, the largest family of logic cells by area is AND-OR/OR-AND gates. At the worst endpoint, the required time is 21.28 ns. The areal power density over the cells came out at 22.60 nW/um^2. The number of standard cells reported by yosys came out at 639. The highest layer used for signal routing is met4. The flop count is 0. The netlist area before placement is 4355 um^2. Per the finish-stage timing summary, setup violations number 0. The cell-mix breakdown from Yosys lists the XOR/XNOR area share as 0.09853.

For reference, the top cells by area after synthesis are sky130_fd_sc_hd__ha_1 (28%), sky130_fd_sc_hd__xnor2_1 (8.0%), sky130_fd_sc_hd__inv_1 (6.0%). The time the worst path needs with I/O delays and setup is 16.96 ns. In the routed design, unresolved DRC markers number 0. At the worst endpoint, the arrival time is 11.64 ns.

Entering global routing, the biggest net connects 51 pins. The global-route wire length before repair is 22640 um. The number of antenna violations at the first check in global routing is 0.

In this run, the synthesized area fraction spent on AND-OR/OR-AND gates is recorded as 0.3120. The combined flip-flop and latch cell area is 0 um^2. The worst setup path is launched from a primary input. The max-slew check reports its worst relative slack as 0.4875.

In the synthesized netlist, the number of instances is 639. The setup total negative slack came out at 0 ns. Post-CTS timing repair inserted 0 buffers for setup.

In the per-layer breakdown of the detailed-route log, met1 shows 6845 um. The core region is 14040 um^2. The number of inserted filler cells in the final layout came out at 1407. The die height is 122.5 um.

The largest driver fanout on the critical path is 6. The detailed router reports a met3 wire length of 677 um. After detailed routing, the met2 layer carries 6341 um of wire. STA classifies the critical path endpoint as an output port. For this design, the slowest cell found on the critical path is sky130_fd_sc_hd__nor4_1. For this run, the total global-route usage over all layers was measured as 0.1892.

The synthesized area per cell is 6.816 um^2. The worst voltage drop across the vdd grid came out at 0.008999 mV. The total die size is 15000 um^2.

The number of antenna cells inserted came out at 0. The final tally of max-slew violations came out at 0. The number of global-route vias before repair was 4486.

The layout cell share with drive strength beyond 1 came out at 0.02801. The post-detailed-route via-to-cell ratio came out at 5.375. Setup repair after global routing left no endpoint under its margin. The most critical min-delay path falls under in -> out. The HPWL reported at the end of detailed placement came out at 11550 um.

The setup slack after placement is 9.609 ns. The least setup slack across all paths after layout is 9.635 ns. The tally of yosys warning messages came out at 1. The standby leakage power came out at 2.375 nW. The actual slew at the worst max-slew pin is 0.7624 ns. The number of maximum-capacitance violations recorded for the run is 0.

The number of buffers added on ports came out at 101. The share of synthesized area in the top cell type comes to 0.2758. The row count is 43. In the log, the iteration count for the first detailed-route pass is 5.

Listed in order, past its start point the critical path passes clkdlybuf4s50_1 -> nor4_1 -> and2_1 -> nand3_1 -> or4_1 -> or3_1 -> o41ai_1 -> xnor2_1 -> ha_1 -> a21oi_1 -> nor2b_1 -> o21a_1 -> o41ai_1 -> o21ai_0 -> xnor2_1 -> o21ai_0 -> nor4_1 -> nand4_1 -> nor4_2 -> clkdlybuf4s50_1. The worst setup path is of the in -> out kind. The via count of the routed design came out at 4805. The number of top-level pins is 101.

The flow ran to the end, and the final reports show no timing, DRC or antenna violations. The die span in x came out at 122.5 um. The largest incremental delay on the critical path is 0.64 ns. The area overhead of the layout relative to synthesis came out at 26.34%. The sequential area share after synthesis came out at 0. The area fraction in mux cells is 0.006895. The synthesized design spends more area on one cell type than any other, namely sky130_fd_sc_hd__ha_1. The detail route stage leaves a number of antenna-violating nets equal to 0. The global-route congestion overflow total came out at 0. The number of violations reported at the end of detailed-routing iteration 0 came out at 273. The number of hold violations in the final report came out at 0. Derived from the worst setup path, the maximum achievable clock frequency is 58.95 MHz.

The share of synthesized cell area in and, or, nand and nor gates is 0.2129. The share of the core filled by cells before placement is 0.3102. The final wirelength came out at 14040 um. The hold-fix buffer count after cts came out at 0. In this run, distinct cell masters in the synthesized netlist total 64. The tool warning count for the run is 65.
[power by group]
group	switching [W]	internal (W)	total (W)
combinational	0.0000659	0.0000584	0.000124
clock	0	0	0
sequential	0	0	0
[final cells by class]
cell class,instances,area (um^2),area share
well taps,180,225.2,0.04093
multi-input cells,538,3966,0.7208
repair buffers,106,1049,0.1905
inverters,70,262.8,0.04775
[critical path, delay by kind of cell]
family                   cells  cell delay [ns]
AND/OR/NAND/NOR              9             2.98
AND-OR/OR-AND                6             1.68
XOR/XNOR                     2             0.35
buffers and inverters        2             0.98
adder cells (fa/ha/maj)      1             0.31
[cells in the mapped netlist, types with 4 or more instances]
library cell	number
sky130_fd_sc_hd__a21oi_1	51
sky130_fd_sc_hd__nor4_1	8
sky130_fd_sc_hd__buf_2	5
sky130_fd_sc_hd__xnor2_1	40
sky130_fd_sc_hd__o221ai_1	6
sky130_fd_sc_hd__a211oi_1	19
sky130_fd_sc_hd__o21ai_0	48
sky130_fd_sc_hd__nand3_1	8
sky130_fd_sc_hd__a31oi_1	13
sky130_fd_sc_hd__a21o_1	11
sky130_fd_sc_hd__or3_1	4
sky130_fd_sc_hd__a22oi_1	6
sky130_fd_sc_hd__o31ai_1	7
sky130_fd_sc_hd__xor2_1	9
sky130_fd_sc_hd__and2_1	4
sky130_fd_sc_hd__o31a_1	4
sky130_fd_sc_hd__nor2b_1	9
sky130_fd_sc_hd__clkbuf_1	23
sky130_fd_sc_hd__o21a_1	5
sky130_fd_sc_hd__nor3_1	14
sky130_fd_sc_hd__ha_1	96
sky130_fd_sc_hd__o211ai_1	4
sky130_fd_sc_hd__o2111ai_1	4
sky130_fd_sc_hd__inv_1	70
sky130_fd_sc_hd__nand2_1	50
sky130_fd_sc_hd__nor2_1	47
sky130_fd_sc_hd__o41ai_1	4
sky130_fd_sc_hd__nand4_1	13
[per-stage QoR]
step	total power [W]	cell area (um^2)	std cells	hold slack (ns)	util
2_1_floorplan	0.00007568	4355	639	10.84	-
3_3_place_gp	0.0001235	5503	894	11.85	0.3919
3_5_place_dp	0.0001234	5503	894	11.85	0.3919
4_1_cts	0.0001244	5503	894	11.85	0.3919
5_1_grt	0.0001384	5503	894	11.88	0.3919
6_report	0.0001243	5503	894	11.84	0.3919
[worst paths after layout]
| check | from | slack [ns] | end | cells past startpoint |
|---|---|---|---|---|
| worst max-delay path | b[5] | 9.64 | Zero | 20 |
| worst min-delay path | Op[1] | 11.84 | out[1] | 3 |
[cells by family after synthesis]
group	Yosys count
adders and majority gates	97
xor gates and xnor gates	49
AOI/OAI and AO/OA	207
buffers and inverters	101
muxes	3
and+or+nand+nor	182
[routing by layer]
metal  vias to the layer above  GRT usage
met5                         -          0
met4                         0    0.02515
met3                        12    0.01091
met2                       137     0.3107
met1                      2189     0.2777
li1                       2467          -
[layout by cell type (no fill, tap or decap), drive strengths merged, types with 4 or more instances in the layout]
cell / instances
clkdlybuf4s50: 101
ha: 96
inv: 70
a21oi: 52
nand2: 50
o21ai: 48
nor2: 47
xnor2: 40
a211oi: 20
nor3: 16
nand4: 14
a31oi: 13
a21o: 11
nor4: 11
nor2b: 9
xor2: 9
nand3: 8
o31ai: 7
a22oi: 6
o221ai: 6
o21a: 5
buf: 5
or3: 5
and2: 4
o31a: 4
o211ai: 4
o2111ai: 4
o41ai: 4
Power is estimated from default activity; no workload was simulated.
